**/design/flow/run.sh**
```bash
#!/bin/bash
# OpenROAD 26Q1-2900-gdf79404cd8, Yosys 0.63+post, stock flow scripts
make -C /OpenROAD-flow-scripts/flow DESIGN_CONFIG=/design/flow/config.mk WORK_HOME=/design/flow/orfs finish
```
**/design/flow/config.mk**
```make
export PLATFORM = sky130hd
export DESIGN_NAME = taggedRegs
export DESIGN_NICKNAME = taggedRegs
export VERILOG_FILES = /design/flow/design.v
export SDC_FILE = /design/flow/constraint.sdc
export NUM_CORES = 4
export LEC_CHECK = 1
export CORE_UTILIZATION = 30
```
**/design/flow/constraint.sdc**
```tcl
current_design taggedRegs

set clk_period 12.9
set clk_io_pct 0.2

create_clock -name clk0 -period $clk_period [get_ports {clk}]

set non_clock_inputs [all_inputs -no_clocks]
set_input_delay [expr $clk_period * $clk_io_pct] -clock clk0 $non_clock_inputs
set_output_delay [expr $clk_period * $clk_io_pct] -clock clk0 [all_outputs]
```
**/design/flow/design.v**
```verilog
`timescale 1ns / 1ps
module taggedRegs(
	input clk, rst, FU_regWrite, ujump_wb,
	input[4:0] raddr_A, raddr_B, waddr,
	input[8-1:0] w_tag,
	input[41-1:0] cdb,
	input[31:0] PC,
	output[41-2:0] rdata_A, rdata_B,
	input[4:0] Debug_addr,
	output[39:0] Debug_regs
);
	reg [31:0] register [1:31];
	reg[8-1:0] tags [1:31];
	assign rdata_A = (raddr_A == 0) ? 40'b0 : {tags[raddr_A], register[raddr_A]};
	assign rdata_B = (raddr_B == 0) ? 40'b0 : {tags[raddr_B], register[raddr_B]};
	wire addr_match[1:31];
	wire cdb_match[1:31];
	genvar i;
	generate
		for(i=1;i<32;i=i+1) begin
			assign addr_match[i] = waddr == i;
			assign cdb_match[i] = (cdb[40] && cdb[39:32] == tags[i]);
			always @(posedge clk or posedge rst) begin
				if(rst) tags[i] <= 8'b0;
				else if(FU_regWrite & addr_match[i]) tags[i] <= w_tag;
				else if(cdb_match[i] | ujump_wb & addr_match[i]) tags[i] <= 8'b0;
			end
			always @(posedge clk or posedge rst) begin
				if(rst) register[i] <= 32'b0;
				else if(ujump_wb & addr_match[i]) register[i] <= PC + 4;
				else if(cdb_match[i]) register[i] <= cdb[31:0];
			end
		end
	endgenerate
	assign Debug_regs = (Debug_addr == 0) ? 40'b0 : {tags[Debug_addr], register[Debug_addr]};
endmodule
```
==> run_results.csv <==
group,metric,value,unit
placement,portBuffers,224,
floorplan,fp.dieW,524,um
power_and_ir_drop,p_leak,37.3,nW
drt,num_vias,97800,
run_status,violations,"capacitance limit, slew limit",
power_and_ir_drop,clockPowerShare,32.8,%
power_and_ir_drop,p_seq_share,46.1,%
worst_setup_path,critPathLaunchType,"input port",
flow_run,openroad.warnings,45,
timing,hold_viol,0,
synth,synth-seq-area-share,38.0,%
synth,largest_area_cell,"dfrtp_1",
timing,max_freq,90.6,MHz
synth,yosys_warnings,43,
clock_tree,cts_max_path_buffers,4,
clock_tree,htree_levels,4,
clock_tree,cts_resized,0,
power_and_ir_drop,power.total,0.0149,W
drt,routed_via_density,7.57,
floorplan,die-area,274000,um2
layout,drive_above_1_share,14.0,%
synth,synth_top_flop_cell,"dfrtp_1",
layout,finish.utilization,35.4,%
worst_setup_path,worstSetupPathType,"input port to output pin",
global_routing,globalRoute.totalOverflow,0,
synth,synth.cells.most_frequent,"1477 x a22oi_1, 1240 x dfrtp_1, 998 x mux2i_1",
worst_setup_path,critPathArrivalTime,8.46,ns
layout,fillCellCount,27000,
run_status,status,"finished with violations",
global_routing,grt_use_total,54.9,%
synth,edf_count,0,
worst_setup_path,r2r_setup_slack,7.66,ns
worst_setup_path,r2r_start,"tags[4][3]",
layout,area_delta_synth_final,17.4,%
drt,initialDrtViolationCount,15500,
drt,avgRoutedWirePerCell,57.6,um
worst_setup_path,crit_path_end_kind,"output pin",
worst_setup_path,rr_worst_depth,8,
clock_tree,cts_buffers,167,
global_routing,grt_max_degree,109,
hold_path,hp-start,"register[26][6]",
clock_tree,path_clk_slew,0.06,ns
synth,ys_sh_adder,0.0153,%
power_and_ir_drop,powerDensity,156,nW/um2
drt,dr.pass1.iters,12,
power_and_ir_drop,switching_power,0.00591,W
worst_setup_path,critPathLaunch,"raddr_B[3]",
timing,slew-limit-headroom,-21.7,%
timing,slew_viol_final,2,
hold_path,hold_depth,2,
global_routing,grt_pass1_vias,90000,
synth,ys_cells,9030,
timing,period_needed,11.04,ns
power_and_ir_drop,pwr-share-comb,21.1,%
power_and_ir_drop,p_int,0.00901,W
synth,simple_gate_share,12.5,%
clock_tree,clock-sinks,1240,
clock_tree,insertion_delay,0.93,ns
worst_setup_path,cp.required,10.32,ns
synth,ys_types,66,
clock_tree,root_buffer,"clkbuf_16",
synth,ys_sh_xor,2.96,%
power_and_ir_drop,peakVddDrop,0.101,mV
hold_path,hold_class,"flip-flop to flip-flop",
timing,clock_skew,0.0877,ns
synth,ys_ff,1240,
synth,syn_avg_cell_area,9.05,um2
drt,wl,743000,um
floorplan,fp_util,30.2,%
worst_setup_path,crit_slowest_cell,"nand3b_1",
synth,ys_top_cells_by_area,"dfrtp_1 38%, a22oi_1 14%, mux2i_1 12%, nand2_1 4.1%, a21oi_1 3.5%",
synth,ys_sh_mux,14.2,%
placement,place_congestion,1.13,
worst_setup_path,worstPathMaxFanout,22,
worst_setup_path,crit_top_cell,"buf_4",
synth,yosys_area,81700,um2
timing,rsz0062_at_grt,"no",
synth,ys_sh_aoi,26.7,%
clock_tree,ctsHoldBuffers,0,
floorplan,die_h,524,um
synth,yosysMostFrequentCell,"a22oi_1",
worst_setup_path,max_stage_delay,0.96,ns
synth,synth_cells,9030,
clock_tree,cts_tree,"built",
drt,ant_nets,0,
power_and_ir_drop,p_sw_share,39.6,%
global_routing,grt_antenna_before_repair,91,
synth,ys_top_logic_family,"AND-OR/OR-AND gates",
worst_setup_path,path_cells,"buf_2, nand3b_1, nor2_4, buf_4, buf_4, a22oi_1, nand4_1, nor3_1, a31oi_1, buf_4, clkdlybuf4s50_1",
timing,finalSetupViolations,0,
placement,hpwl,476000,um
synth,async_flop_share,100,%
synth,top_area_share,38.0,%
timing,post-route-period-util,85.6,%
floorplan,core,271000,um2
global_routing,grt_pass1_wl,949000,um
floorplan,io-pin-count,225,
synth,synth_area,81700,um2
timing,worstMarginPinSlew,1.81,ns
floorplan,rows,191,
clock_tree,post-cts-setup-buffers,0,
flow_run,maxCapViolCount,1,
drt,drc_errors,0,
## cell usage in the layout, fill, tap and decap left out, types with 18 or more instances in the layout
cell type / synthesis / final
nor3_1: 129 / 124
a21oi_1: 572 / 572
diode_2: 0 / 128
nor2_4: 0 / 105
nand2_1: 898 / 885
clkinv_2: 0 / 21
buf_12: 0 / 18
dfrtp_1: 1240 / 1240
a31oi_1: 59 / 59
xnor2_1: 157 / 143
o21ai_0: 293 / 293
buf_4: 29 / 630
nand3_1: 143 / 143
xor2_1: 119 / 105
nor4_1: 55 / 54
mux2_2: 144 / 144
a221oi_1: 39 / 39
nand3b_1: 18 / 18
o21ai_1: 266 / 266
mux2i_1: 998 / 998
a22o_1: 286 / 286
clkbuf_8: 0 / 35
clkbuf_1: 616 / 37
nor2_1: 482 / 374
nand4_1: 213 / 213
clkdlybuf4s50_1: 0 / 204
a211oi_1: 67 / 67
and3_1: 50 / 49
a222oi_1: 79 / 79
nor2b_1: 77 / 75
a22oi_1: 1477 / 1477
clkbuf_16: 0 / 169
## power by group through the flow
stage / sequential, W / clock, W / combinational, W
after global routing: 0.00682 / 0.00501 / 0.00331
final: 0.00687 / 0.00490 / 0.00315
after CTS: 0.00669 / 0.00488 / 0.00302
## state kept, by name, summed over array words and instances (netlist names)
| signal | flops |
|---|---|
| register | 992 |
| tags | 248 |
## metrics by stage
stage / instances / worst slack, ns / cell area (um2) / hold slack (ns) / setup TNS, ns
2_1_floorplan: 9030 / -6.82 / 81700 / 0.527 / -8450.90
3_3_place_gp: 12500 / 2.57 / 90100 / 0.599 / 0
3_5_place_dp: 12500 / 2.50 / 90100 / 0.611 / 0
4_1_cts: 12800 / 2.50 / 95600 / 0.624 / 0
5_1_grt: 12800 / 2.38 / 95600 / 0.647 / 0
6_report: 12900 / 1.86 / 95900 / 0.626 / 0
## critical path: cells and delay by family
kind	cells	cell delay (ns)
AND/OR/NAND/NOR	4	2.10
AND-OR/OR-AND	2	0.87
buffers and inverters	5	2.80
## path summary, 6_finish.rpt
path | to
setup / recovery | rdata_B[21]
hold / removal | register[26][6]
setup reg to reg | register[4][20]
hold reg to reg | register[26][6]
max in group asynchronous | register[10][29]
min in group asynchronous | tags[18][3]
## kinds of logic after synthesis
family	after synthesis
flip-flops	1240
adder cells (fa/ha/maj)	1
XOR/XNOR	276
AND/OR/NAND/NOR	2181
buffers and inverters	986
AND-OR/OR-AND	3204
multiplexers	1142
## layer usage
layer  part of all wire [%]  GRT usage (%)  vias to the layer above
met1                     35           63.2                    48800
li1                       -              -                    34500
met5                   0.26           5.42                        -
met3                     17           37.8                     3780
met2                     38           68.5                    10700
met4                     10           44.9                       82
## final cells by class
| cell class | count | area, um2 | area share (%) |
|---|---|---|---|
| Clock inverter | 51 | 664 | 0.693 |
| Multi-Input combinational cell | 6804 | 47300 | 49.3 |
| Tap cell | 3570 | 4470 | 4.66 |
| Timing Repair Buffer | 869 | 7220 | 7.52 |
| Antenna cell | 128 | 320 | 0.334 |
| Inverter | 12 | 48.8 | 0.0509 |
| Sequential cell | 1240 | 31000 | 32.4 |
| Clock buffer | 241 | 4850 | 5.06 |
Power and IR drop assume default switching activity.
